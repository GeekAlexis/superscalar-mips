## /design/flow/config.mk

```make
export PLATFORM = sky130hd
export DESIGN_NAME = reg_file
export DESIGN_NICKNAME = reg_file
export VERILOG_FILES = /design/flow/design.v
export SDC_FILE = /design/flow/constraint.sdc
export NUM_CORES = 4
export LEC_CHECK = 1
export CORE_UTILIZATION = 40
```

## /design/flow/constraint.sdc

```tcl
current_design reg_file

set clk_period 14.3
set clk_io_pct 0.2

create_clock -name clk0 -period $clk_period [get_ports {clk}]

set non_clock_inputs [all_inputs -no_clocks]
set_input_delay [expr $clk_period * $clk_io_pct] -clock clk0 $non_clock_inputs
set_output_delay [expr $clk_period * $clk_io_pct] -clock clk0 [all_outputs]
```

## /design/flow/design.v

```verilog
module reg_file(input clk, reset, write1, write2,
                input [4:0] addr1D1, addr2D1, addr1D2, addr2D2,
                input [4:0] wr1, wr2,
                input [31:0] wd1, wd2,
                output [31:0] rf_out1D1, rf_out2D1, rf_out1D2, rf_out2D2);
  reg [31:0] rf [0:31];  
  integer i;
  always @(negedge clk) begin
    if(reset) begin
      for(i = 0; i < 32; i = i + 1)  
        rf[i] <= 32'd0;
      end
    else begin
      if((wr1 == wr2) & write1 & write2) rf[wr2] <= wd2;
      else begin
        if(write1) rf[wr1] <= wd1;
        if(write2) rf[wr2] <= wd2;
      end
    end
  end
  assign rf_out1D1 = (addr1D1 != 0) ? rf[addr1D1] : 32'd0; 
  assign rf_out2D1 = (addr2D1 != 0) ? rf[addr2D1] : 32'd0; 
  assign rf_out1D2 = (addr1D2 != 0) ? rf[addr1D2] : 32'd0; 
  assign rf_out2D2 = (addr2D2 != 0) ? rf[addr2D2] : 32'd0; 
endmodule 
```

## /design/flow/run.sh

```bash
#!/bin/bash
# OpenROAD 26Q1-2900-gdf79404cd8, Yosys 0.63+post, stock flow scripts
make -C /OpenROAD-flow-scripts/flow DESIGN_CONFIG=/design/flow/config.mk WORK_HOME=/design/flow/orfs finish
```

==> flow_summary.json <==
{
  "ys_warn_count": 1,
  "overflow": 0,
  "synth.cellmix.adderShare_pct": 0,
  "timing.hold.worst.class": "input port to primary output",
  "final-instance-count-excl-fill": 9205,
  "boundaryPins": 226,
  "number_of_buffers_created_by_cts": 117,
  "yosys.stat.chipArea_um2": 74300,
  "htree_num_levels": 3,
  "dieArea_um2": 188000,
  "yosys.cell_types.count": 43,
  "drive_gt1_share_pct": 24.1,
  "routed_via_density": 7.63,
  "synth_simple_gate_area_share_pct": 5.03,
  "synthMuxAreaShare_pct": 32.5,
  "placed_area_um2": 79300,
  "post_synth_xor_area_fraction_pct": 0.0589,
  "routed_wire_length_per_instance_um": 41.8,
  "worstSetupStartpointType": "flip-flop",
  "root_buffer": "sky130_fd_sc_hd__clkbuf_16",
  "worst_pin_slew_ns": 1.44,
  "synth-seq-cells": 1024,
  "post-route-cell-area_um2": 87100,
  "post_synthesis_to_final_layout_area_growth_pct": 17.2,
  "first_iter_violations": 7892,
  "drcViolationCount": 0,
  "tool_warnings": 1033,
  "total_leakage_power_nw": 30.2,
  "die_w_um": 433,
  "largest_register": "rf",
  "die_h_um": 433,
  "crit_path_kind": "flip-flop to primary output",
  "largest_register_ff_count": 1024,
  "fin_worst_hold_slack_ns": 6.57,
  "grt_start_max_net_pins": 118,
  "mappedNetlistArea_um2": 74300,
  "port-buffer-count": 225,
  "cts_tree": "built",
  "worst_path_largest_cell_delay_ns": 1.21,
  "setup_failing_eps_final": 0,
  "yosysCellCount": 5659,
  "via_count": 70243,
  "clk_pin_slew_worst_paths_ns": 0.03,
  "power_density_relative_to_cell_area_nw_per_um2": 114,
  "drt_wl_total_mm": 385,
  "run_status": "finished, final reports clean",
  "antenna_violations_before_repair": 29,
  "hold_path_startpoint": "addr1D2[4]",
  "place_congestion": 1.09,
  "grt_pass1_vias": 73682,
  "synth.comb.largest_family": "multiplexers",
  "dp_hpwl_mm": 236,
  "ys_sh_aoi_pct": 16.3,
  "max_cap_viol_count": 0,
  "cts.hold.buffers_added": 0,
  "initial_core_util_pct": 40.4,
  "cells_after_synth": 5659,
  "finish.utilization_pct": 47.4,
  "synth_seq_share_pct": 41.4,
  "place_ws_ns": 0.617,
  "required_ns": 11.44,
  "largest_registers": "rf x1024",
  "slew_headroom_pct": 3.05,
  "worstSetupStartpoint": "rf[18][21]",
  "postRouteAntennaNets": 0,
  "cts.repair_timing.setup_buffer_count": 0,
  "cp_cell_sequence": "mux2i_1 > a221oi_1 > o21ai_0 > a311oi_1 > clkdlybuf4s50_1",
  "worst_setup_path_end_kind": "primary output",
  "core.rowCount": 157,
  "drt_pass1_iterations": 8,
  "postCtsResizedCells": 0,
  "clkSinkCount": 1024,
  "grt_setup_unrepaired": "no",
  "grt_pass1_wl_mm": 527,
  "cpMaxStageDelayCell": "sky130_fd_sc_hd__a311oi_1",
  "report.final.hold_viol_count": 0,
  "finalMaxSlewViolations": 0,
  "global_route.usage.total_pct": 43.8,
  "cp.arrival_ns": 10.80,
  "finalWorstSetupSlack_ns": 0.639,
  "synth_area_per_cell_um2": 13.1,
  "placeableCoreArea_um2": 184000,
  "critical_path_s_top_delay_family": "AND-OR/OR-AND gates",
  "vdd.ir_drop.worst_v": 0.000115,
  "clk_path_buf_depth": 3,
  "worst-path-buf-inv": 1,
  "worst-path-max-fanout": 4,
  "dpl.cell_count": 7912
}
## path summary, 6_finish.rpt
check                       end  slack (ns)  cells past startpoint
setup / recovery  rf_out2D2[21]        0.64                      5
hold / removal    rf_out1D2[30]        6.57                      3
## logic make-up (layout without fill, tap and decap cells)
| family | Yosys count | in the layout |
|---|---|---|
| xor+xnor | 5 | 5 |
| other cells | 0 | 63 |
| mux | 1280 | 1280 |
| compound gates | 1829 | 1829 |
| simple gates | 795 | 795 |
| buf+inv | 726 | 1745 |
| flops | 1024 | 1024 |
## area by class of cell
type / count / area (µm²)
Timing Repair Buffer: 506 / 4630
Tap cell: 2464 / 3080
Multi-Input combinational cell: 3909 / 40800
Antenna cell: 63 / 158
Clock buffer: 117 / 2930
Fill cell: 15809 / 96800
Clock inverter: 1114 / 4760
Inverter: 8 / 40.0
Sequential cell: 1024 / 30700
## placed cells by master, fill, tap and decap left out, drive strengths merged, types with 7 or more instances in the layout
master         instances
nor2                  22
clkinvlp              27
inv                 1073
mux2                 128
buf                  301
a22oi                128
nand2b                 7
clkbuf               118
nor2b                170
mux2i                256
o21ai                245
o2111ai               38
edfxtp              1024
nand2                405
a311oi               128
bufinv                16
mux4                 896
a21oi                 32
diode                 63
o22ai               1023
a221oi                93
clkdlybuf4s50        204
nand3                161
a211oi               128
and2                   7
## routing by layer
metal | global-route usage (%) | wire (µm) | vias up | part of all wire [%]
li1 | - | - | 26499 | -
met1 | 39.8 | 102000 | 33327 | 26
met2 | 56.5 | 159000 | 7867 | 41
met3 | 40.1 | 79600 | 2468 | 21
met4 | 37.0 | 42100 | 82 | 11
met5 | 11.6 | 2270 | - | 0.59
## through the flow
step	total power, mW	setup TNS (ns)
final	9.93	0
after global routing	10.3	0
after detailed placement	6.00	0
after floorplan	5.16	-24.31
after global placement	5.98	0
after CTS	9.85	0
## synth_stat cells (all sizes together)
cell / count / area (µm²)
a211oi: 128 / 961
a21oi: 32 / 160
a221oi: 93 / 815
a22oi: 128 / 961
a311oi: 128 / 1120
and2: 7 / 43.8
and3: 1 / 6.26
and3b: 1 / 8.76
buf: 396 / 2280
clkbuf: 321 / 1220
edfxtp: 1024 / 30700
inv: 9 / 33.8
mux2: 128 / 1440
mux2i: 256 / 2560
mux4: 896 / 20200
nand2: 405 / 1520
nand2b: 7 / 43.8
nand3: 161 / 806
nand3b: 2 / 15.0
nand4: 2 / 12.5
nor2: 22 / 82.6
nor2b: 170 / 1060
nor3: 3 / 25.0
nor3b: 1 / 7.51
o2111ai: 38 / 333
o211ai: 4 / 30.0
o21ai: 245 / 1230
o22ai: 1023 / 6400
o31ai: 3 / 22.5
o32ai: 1 / 8.76
o41ai: 6 / 52.6
or2: 6 / 37.5
or3: 2 / 12.5
or3b: 1 / 8.76
or4: 4 / 45.0
xnor2: 5 / 43.8
## where the power goes
group          leakage (nW)  total (mW)  internal, mW  switching (mW)
clock                  7.36        4.27          2.15            2.11
combinational          13.0        1.97         0.804            1.16
sequential             9.76        3.69          3.52           0.175
total                  30.2        9.93          6.48            3.45
No activity file was given, so power comes from the tool's default toggle rates.
