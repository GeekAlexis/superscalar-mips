[./constraint.sdc]
current_design data_memory

set clk_period 42.5
set clk_io_pct 0.2

create_clock -name clk0 -period $clk_period [get_ports {clk}]

set non_clock_inputs [all_inputs -no_clocks]
set_input_delay [expr $clk_period * $clk_io_pct] -clock clk0 $non_clock_inputs
set_output_delay [expr $clk_period * $clk_io_pct] -clock clk0 [all_outputs]
[./config.mk]
export PLATFORM = sky130hd
export DESIGN_NAME = data_memory
export DESIGN_NICKNAME = data_memory
export VERILOG_FILES = /design/flow/design.v
export SDC_FILE = /design/flow/constraint.sdc
export NUM_CORES = 4
export LEC_CHECK = 1
export CORE_UTILIZATION = 40
[./run.sh]
#!/bin/bash
# OpenROAD 26Q1-2900-gdf79404cd8, Yosys 0.63+post, stock flow scripts
make -C /OpenROAD-flow-scripts/flow DESIGN_CONFIG=/design/flow/config.mk WORK_HOME=/design/flow/orfs finish
[./design.v]
module data_memory(input clk, write1, write2,
                   input [31:0] addr1, addr2,
                   input [31:0] write_data1, write_data2,
                   output [31:0] read_data1, read_data2);
  reg [31:0] ram [0:63];  
  always @(negedge clk) begin
    if((addr1 == addr2) & write1 & write2) ram[addr2[31:2]] <= write_data2;
    else begin
      if(write1) ram[addr1[31:2]] <= write_data1;
      if(write2) ram[addr2[31:2]] <= write_data2;
    end
  end
  assign read_data1 = ram[addr1[31:2]];
  assign read_data2 = ram[addr2[31:2]];
endmodule
==> impl_metrics.py <==
# Metrics from the implementation run
metrics = {
    "logic_synthesis": {
        "avgSynthCellArea_um2": 14.5,
        "ys_types": 65,
        "ys_area_mm2": 0.121,
        "ys_cells": 8349,
        "ys_seq_share_pct": 50.9,
        "edf_count": 2048,
        "aoi_share_pct": 9.70,
        "yosysWarnings": 1,
        "synthFlopType": "edfxtp_1",
        "numSynthFlops": 2048,
        "synth_area_mm2": 0.121,
        "ys_sh_simple_pct": 1.84,
        "xor_area_share_pct": 0.0435,
        "synthTopLogicFamily": "multiplexers",
        "synth_cells": 8349,
        "async_reset_ff_share_pct": 0,
        "synthAdderAreaFrac_pct": 0,
        "synthMuxAreaShare_pct": 32.9,
    },
    "clocking": {
        "postCtsSetupBuffers": 0,
        "cts_num_sinks": 2048,
        "cts_resized": 0,
        "clock-root-buffer": "clkbuf_16",
        "cts_hold_buf": 0,
        "clock_path_buffers": 3,
        "htreeDepth": 4,
        "cts.reportedPaths.clkPinSlew_ps": 30,
        "cts_tree": "yes",
        "numCtsBuffers": 235,
    },
    "power_and_ir_drop": {
        "p_leak_uw": 0.0554,
        "p_clk_share_pct": 49.1,
        "p_int_uw": 3930,
        "totalPowerFinal_uw": 5670,
        "p_seq_share_pct": 40.3,
        "peakVddDrop_mv": 0.0436,
        "switching_share_pct": 30.7,
        "switchingPower_uw": 1740,
        "combPwrFrac_pct": 10.6,
        "powerDensity_mw_per_mm2": 40.4,
    },
    "grt": {
        "grt_pass1_vias": 96000,
        "grt.busiest_layer": "met2",
        "use_met3_pct": 27.4,
        "grt_use_met1_pct": 35.8,
        "antenna_found_initial": 40,
        "grt_max_degree": 69,
        "grt_overflow": 0,
        "met2_usage_pct": 43.9,
        "grt_pass1_wl_um": 652000,
        "track_usage_pct": 32.5,
    },
    "timing": {
        "finalMaxSlewViolations": 0,
        "hold_viol": 0,
        "finalSetupTns_ps": 0,
        "hold_slack_ps": 18500,
        "worstMarginPinSlew_ps": 1150,
        "relSlewSlack_pct": 22.4,
        "setup_violations": 0,
        "grt_setup_unrepaired": "false",
    },
    "floorplanning": {
        "initCoreUtil_pct": 40.3,
        "die_w_um": 551,
        "chipArea_mm2": 0.304,
        "die_y_um": 551,
        "rows": 201,
        "io_pins": 195,
        "core-area_mm2": 0.300,
    },
    "final_layout": {
        "layout_top_cell": "inv_1",
        "largest_reg_flops": 2048,
        "fillCellCount": 25300,
        "layout-drive-gt1-share_pct": 34.0,
        "syn_to_final_growth_pct": 16.3,
        "finalNonFillerCells": 14200,
        "mostFrequentLayoutCells": "2119 x inv_1, 2048 x edfxtp_1, 2025 x mux2_2, 637 x mux2i_1, 455 x a221oi_1",
    },
    "min_path": {
        "holdCritPathClass": "in -> out",
    },
    "flow_run": {
        "warnings": 1079,
        "cap_violations": 0,
    },
    "placement": {
        "port_buffers": 142,
        "globalplace.congestion": 0.958,
        "hpwlAfterDp_um": 278000,
        "dp_cells": 11700,
    },
    "setup_path": {
        "critPathKind": "in -> reg",
        "cp-end-kind": "register",
        "crit_arrival_ps": 13170,
        "crit_fanout": 49,
        "required_ps": 21710,
        "cp-start-kind": "primary input",
    },
    "route": {
        "ant_nets": 0,
        "drt_pass1_iterations": 6,
        "dr_total_vias": 89000,
        "avgViaCountPerCell": 6.28,
        "drt-initial-drc-count": 6817,
        "drt_wl_total_um": 464000,
        "detail_route.drc_violations": 0,
        "wl_per_cell_um": 32.7,
    },
    "outcome": {
        "status": "finished clean",
    },
}
-- per-stage QoR --
| step | utilization [%] | setup slack (ps) | area [um2] |
|---|---|---|---|
| 2_1_floorplan | - | 8680 | 121000 |
| 3_3_place_gp | 41.7 | 7930 | 125000 |
| 3_5_place_dp | 41.7 | 7930 | 125000 |
| 4_1_cts | 46.8 | 8780 | 140000 |
| 5_1_grt | 46.8 | 8510 | 140000 |
| 6_report | 46.8 | 8540 | 140000 |
-- path summary, 6_finish.rpt --
kind / startpoint / to / slack, ps / depth (start not counted)
min: addr1[2] / read_data1[31] / 18500 / 5
max: addr2[2] / ram[27][13] / 8540 / 9
-- power by group through the flow --
stage	Sequential (uW)	Combinational, uW	Clock (uW)
final	2280	603	2780
after global routing	2280	629	3080
after CTS	2280	584	2850
-- cell type report --
| cell class | count | area [um2] | share of cell area, % |
|---|---|---|---|
| Multi-Input combinational cell | 5136 | 54500 | 38.8 |
| Clock inverter | 2230 | 9340 | 6.65 |
| Timing Repair Buffer | 517 | 3980 | 2.84 |
| Sequential cell | 2048 | 61500 | 43.8 |
| Inverter | 7 | 46.3 | 0.0330 |
| Clock buffer | 239 | 5980 | 4.26 |
| Antenna cell | 42 | 105 | 0.0748 |
| Tap cell | 3958 | 4950 | 3.53 |
-- routing by layer --
metal	share of wire [%]	wire length, um
met5	0.36	1680
met4	4.5	20700
met3	19	87300
met2	44	203000
met1	33	151000
-- kinds of logic after synthesis --
logic type	count (synthesis)
buf+inv	1165
simple gates	423
compound gates	1566
flops	2048
xor+xnor	6
mux	3141
-- worst max-delay path, cell delays in order --
cell and delay, ps:
buf_8 380, buf_4 580, buf_4 530, and2_4 440
buf_4 650, nand2_1 340, buf_4 310, o21ai_4 640
buf_4 600
-- cell usage after synthesis (36+ instances only) --
cell,count,area (um2)
a21oi_1,51,255
a221o_1,62,621
a221oi_1,455,3990
a22o_1,83,727
a22oi_1,156,1170
a31oi_1,57,357
buf_1,156,586
buf_2,102,510
buf_6,144,1620
clkbuf_1,751,2820
edfxtp_1,2048,61500
mux2_2,2025,22800
mux2i_1,637,6380
mux4_2,444,10000
nand2_1,124,465
nand2_2,41,257
nand4_1,36,225
nor2_1,104,390
o21ai_0,331,1660
o22a_1,145,1270
o22ai_1,168,1050
Power is estimated from default activity; no workload was simulated.
